**flow/design.v**
```verilog
module dff_32_bit (input clr, clk, enable, input [31:0]D, output reg [31:0]Q);
    always @(posedge clk or negedge clr)
    begin
            if(clr == 0) Q <= 00000000000000000000000000000000;  
            else if(enable) Q <= D;
    end	
endmodule 
```
**flow/run.sh**
```bash
#!/bin/bash
# OpenROAD 26Q1-2900-gdf79404cd8, Yosys 0.63+post, stock flow scripts
make -C /OpenROAD-flow-scripts/flow DESIGN_CONFIG=/design/flow/config.mk WORK_HOME=/design/flow/orfs finish
```
**flow/config.mk**
```make
export PLATFORM = sky130hd
export DESIGN_NAME = dff_32_bit
export DESIGN_NICKNAME = dff_32_bit
export VERILOG_FILES = /design/flow/design.v
export SDC_FILE = /design/flow/constraint.sdc
export NUM_CORES = 4
export LEC_CHECK = 1
export CORE_AREA = 10 10 104 104
export DIE_AREA = 0 0 114 114
```
**flow/constraint.sdc**
```tcl
current_design dff_32_bit

set clk_period 1.5
set clk_io_pct 0.2

create_clock -name clk0 -period $clk_period [get_ports {clk}]

set non_clock_inputs [all_inputs -no_clocks]
set_input_delay [expr $clk_period * $clk_io_pct] -clock clk0 $non_clock_inputs
set_output_delay [expr $clk_period * $clk_io_pct] -clock clk0 [all_outputs]
```
==> deck_impl_summary.md <==
Implementation Results

Setup path
  • CP Buf/Inv Count: 1
  • CP max stage delay: between 0.4 and 0.5 ns
  • CP Max Fanout: 2
  • Critical path's top delay family: buffers and inverters
  • Worst r2r src: Q[21]
  • Worst path cell trace: clkdlybuf4s50_1
  • Reg2Reg Depth: 1
  • Worst path slowest cell: clkdlybuf4s50_1
  • Crit path arrival time: roughly 1.1 ns
  • Reg2reg end: Q[21]
  • Worst Setup Start Kind: register
  • Crit path kind: reg2out
  • Crit path DRT: 1.20 ns
  • Flop2flop setup slack: 0.74 ns
  • Crit. End Element: output pin

Placement
  • Buffers added on ports: between 60 and 70
  • GPL Wtd Cong: approximately 0.73
  • Placed wire-length estimate: between 2 and 2.5 mm

Clock tree
  • Clock latency (worst-skew pair): ~0.27 ns
  • CTS root buf: clkbuf_8
  • Cts hold-fix bufs: 0
  • Setup bufs post-CTS: 0
  • CTS H-tree depth: 2
  • Cts repair resizes: 0
  • Sink Count: 32
  • Max Buffers Root-to-Sink: 2
  • Clock-pin slew on the worst setup and hold paths: around 0.06 ns
  • CTS tree: yes
  • CTS Buf Count: 5

Final timing
  • RSZ-0062 raised after global routing: false
  • Worst hold slack: slightly above 0.04 ns
  • Post-route clock period utilization: 0.939
  • Upper clock frequency limit: between 700 and 800 MHz
  • Setup-failing EPs final: 0
  • Rel. slew slack: 0.726
  • Worst Tran Pin Value: a little over 0.4 ns
  • TNS Setup: 0 ns
  • Slew Viols, Final: 0
  • Fin. Hold Viols: 0
  • Clock Skews: 0 ns
  • Crit path time final: 1.41 ns

Logic synthesis
  • Mapped Area: 0.00135 mm²
  • Register share after synthesis: 0.595
  • Distinct cells, synth: 5
  • Synth flops: 32
  • Gate Count Post-Synth: 68
  • Synth Area per Inst: slightly below 20 µm²
  • Cell area leaders: dfrtp_1 (60%), mux2_4 (33%), buf_12 (4.5%)
  • Chip Area, Yosys: roughly 0.0013 mm²
  • Yosys cell count: slightly below 70
  • Post-synth top area cell: dfrtp_1
  • Area leader share: 0.595
  • Synthesis warning total: 1

GRT
  • Met3 usage: 0.0340
  • Initial antenna violation count: 0
  • Grt ovf: 0
  • Overall routing resource usage: 0.0492
  • Busiest grt layer: met1
  • Number of global-route vias before repair: between 900 and 1000
  • First-pass GRT wire length: just over 5 mm
  • Global routing usage on met2: 0.0604
  • Largest net degree at the start of global routing: 33
  • GR met1 Demand/Resource: 0.0712

Die
  • Die Y: 114 µm
  • I/O pin cnt: roughly 67
  • Die x size: 114 µm
  • Initial Util: 0.155
  • Core area: 0.00868 mm²
  • Chip area: roughly 0.013 mm²
  • FP Rows: 34

Drt
  • Remaining DRCs: 0
  • WL/cell: 13.0 µm
  • Final Routed Wirelength: between 3 and 4 mm
  • Final ANT Viol Nets: 0
  • Ant diodes: 0
  • Total number of vias: ~800
  • Vias per cell: 3.18
  • Initial drt markers: 9
  • Drt pass-1 iters: 2

Power and ir drop
  • Peak supply drop: 264 µV
  • Leak pwr: 0.936 nW
  • PwrDens: 931 mW/mm²

Outcome
  • Outcome: completed

Cells and area
  • Combinational gate area: 473 µm²
  • Largest registers: Q x32
  • Share of layout cells above drive strength 1: 0.299
  • Fill count: about 930
  • Register Area: about 800 µm²
  • Max reg flops: 32
  • Syn-to-layout area delta: 60.3%
  • Most flops, register: Q

Min path
  • Worst hold path type: in2async

Run
  • Number of logged tool warnings: 25
  • MaxCap Viol Count: 0
synthesized netlist by cell type:
| cell | n |
|---|---|
| dfrtp_1 | 32 |
| mux2_2 | 2 |
| mux2_4 | 30 |
| buf_12 | 3 |
| buf_6 | 1 |
how the worst max path moves through the flow:
stage / from / to / slack (ns) / depth (start not counted)
after CTS: Q[11] / Q[11] / 0.07 / 1
after global routing: Q[21] / Q[21] / 0.02 / 1
final: Q[22] / Q[22] / 0.09 / 1
metrics by stage:
stage               instance area [µm²]  instances  utilization  total power [W]  worst slack (ns)
floorplan                          1350         68            -          0.00116             0.533
global placement                   2090        240        0.240          0.00145             0.352
detailed placement                 2090        240        0.240          0.00145             0.347
CTS                                2160        245        0.248          0.00207            0.0657
global route                       2160        245        0.248          0.00216            0.0154
finish                             2160        245        0.248          0.00201            0.0921
cell type report:
class | count | share of cell area
clock buffers | 5 | 0.0319
multi-input cells | 32 | 0.219
flip-flops and latches | 32 | 0.371
well taps | 108 | 0.0627
repair buffers | 68 | 0.315
cells by family (layout without fill, tap and decap cells):
| kind of cell | after synthesis | after routing | share of synthesized area |
|---|---|---|---|
| multiplexers | 32 | 32 | 0.352 |
| flip-flops | 32 | 32 | 0.595 |
| buffers and inverters | 4 | 73 | 0.0530 |
routing by layer:
layer	wire length [µm]	up-vias
met5	0	-
met4	0	0
met3	513	0
met2	1280	49
met1	1390	355
li1	-	375
power breakdown:
part | internal [W] | switching (W) | leakage (nW) | total [W]
Sequential | 0.000950 | 0.0000482 | 0.374 | 0.000999
Clock | 0.000299 | 0.000283 | 0.0359 | 0.000581
Combinational | 0.000342 | 0.0000863 | 0.526 | 0.000428
layout by cell type, fill, tap and decap left out, drive strengths merged:
master / Yosys / final
mux2: 32 / 32
clkbuf: 0 / 5
buf: 4 / 4
dfrtp: 32 / 32
clkdlybuf4s50: 0 / 64
Power figures rest on the tool's default switching activity, not on a simulated workload.
