`design.v`:
```
module Registers(clk, clr, BusMuxIn_R0, BusMuxIn_R1, BusMuxIn_R2, BusMuxIn_R3, BusMuxIn_R4, BusMuxIn_R5, BusMuxIn_R6,
BusMuxIn_R7, BusMuxIn_R8, BusMuxIn_R9, BusMuxIn_R10, BusMuxIn_R11, BusMuxIn_R12, BusMuxIn_R13, BusMuxIn_R14, 
BusMuxIn_R15, BusMuxOut, R0_in, R1_in, R2_in, R3_in, R4_in, R5_in, R6_in, R7_in, R8_in, R9_in, 
R10_in, R11_in, R12_in, R13_in, R14_in, R15_in);
input [31:0] R0_in, R1_in, R2_in, R3_in, R4_in, R5_in, R6_in, R7_in, R8_in, R9_in, 
R10_in, R11_in, R12_in, R13_in, R14_in, R15_in, BusMuxOut;
input clk, clr;
output reg[31:0] BusMuxIn_R0, BusMuxIn_R1, BusMuxIn_R2, BusMuxIn_R3, BusMuxIn_R4, BusMuxIn_R5, BusMuxIn_R6,
BusMuxIn_R7, BusMuxIn_R8, BusMuxIn_R9, BusMuxIn_R10, BusMuxIn_R11, BusMuxIn_R12, BusMuxIn_R13, BusMuxIn_R14, 
BusMuxIn_R15;
always@(posedge clk or negedge clr)
begin
		if(clr == 0) BusMuxIn_R0 <= 0;
		else if(R0_in) BusMuxIn_R0 <= BusMuxOut;
end		
always@(posedge clk or negedge clr)
begin
		if(clr == 0) BusMuxIn_R1 <= 0;
		else if(R1_in) BusMuxIn_R1 <= BusMuxOut;
end		
always@(posedge clk or negedge clr)
begin
		if(clr == 0) BusMuxIn_R2 <= 0;
		else if(R2_in) BusMuxIn_R2 <= BusMuxOut;
end		
always@(posedge clk or negedge clr)
begin
		if(clr == 0) BusMuxIn_R3 <= 0;
		else if(R3_in) BusMuxIn_R3 <= BusMuxOut;
end		
always@(posedge clk or negedge clr)
begin
		if(clr == 0) BusMuxIn_R4 <= 0;
		else if(R4_in) BusMuxIn_R4 <= BusMuxOut;
end		
always@(posedge clk or negedge clr)
begin
		if(clr == 0) BusMuxIn_R5 <= 0;
		else if(R5_in) BusMuxIn_R5 <= BusMuxOut;
end		
always@(posedge clk or negedge clr)
begin
		if(clr == 0) BusMuxIn_R6 <= 0;
		else if(R6_in) BusMuxIn_R6 <= BusMuxOut;
end		
always@(posedge clk or negedge clr)
begin
		if(clr == 0) BusMuxIn_R7 <= 0;
		else if(R7_in) BusMuxIn_R7 <= BusMuxOut;
end		
always@(posedge clk or negedge clr)
begin
		if(clr == 0) BusMuxIn_R8 <= 0;
		else if(R8_in) BusMuxIn_R8 <= BusMuxOut;
end		
always@(posedge clk or negedge clr)
begin
		if(clr == 0) BusMuxIn_R9 <= 0;
		else if(R9_in) BusMuxIn_R9 <= BusMuxOut;
end		
always@(posedge clk or negedge clr)
begin
		if(clr == 0) BusMuxIn_R10 <= 0;
		else if(R10_in) BusMuxIn_R10 <= BusMuxOut;
end		
always@(posedge clk or negedge clr)
begin
		if(clr == 0) BusMuxIn_R11 <= 0;
		else if(R11_in) BusMuxIn_R11 <= BusMuxOut;
end		
always@(posedge clk or negedge clr)
begin
		if(clr == 0) BusMuxIn_R12 <= 0;
		else if(R12_in) BusMuxIn_R12 <= BusMuxOut;
end		
always@(posedge clk or negedge clr)
begin
		if(clr == 0) BusMuxIn_R13 <= 0;
		else if(R13_in) BusMuxIn_R13 <= BusMuxOut;
end		
always@(posedge clk or negedge clr)
begin
		if(clr == 0) BusMuxIn_R14 <= 0;
		else if(R14_in) BusMuxIn_R14 <= BusMuxOut;
end		
always@(posedge clk or negedge clr)
begin
		if(clr == 0) BusMuxIn_R15 <= 0;
		else if(R15_in) BusMuxIn_R15 <= BusMuxOut;
end	
endmodule
```
`run.sh`:
```
#!/bin/bash
# OpenROAD 26Q1-2900-gdf79404cd8, Yosys 0.63+post, stock flow scripts
make -C /OpenROAD-flow-scripts/flow DESIGN_CONFIG=/design/flow/config.mk WORK_HOME=/design/flow/orfs finish
```
`config.mk`:
```
export PLATFORM = sky130hd
export DESIGN_NAME = Registers
export DESIGN_NICKNAME = Registers
export VERILOG_FILES = /design/flow/design.v
export SDC_FILE = /design/flow/constraint.sdc
export NUM_CORES = 4
export LEC_CHECK = 1
export CORE_AREA = 10 10 407 407
export DIE_AREA = 0 0 417 417
```
`constraint.sdc`:
```
current_design Registers

set clk_period 1.2
set clk_io_pct 0.2

create_clock -name clk0 -period $clk_period [get_ports {clk}]

set non_clock_inputs [all_inputs -no_clocks]
set_input_delay [expr $clk_period * $clk_io_pct] -clock clk0 $non_clock_inputs
set_output_delay [expr $clk_period * $clk_io_pct] -clock clk0 [all_outputs]
```
==> job_summary.md <==
## PnR job results

| Metric | Value |
|---|---|
| Status | complete, but fails checks |
| Failing checks | setup timing |
| Core ar. | 0.1564 mm^2 |
| Met1 Resource Use GR | 16.06% |
| Launching point of the worst reg2reg path | BusMuxIn_R15[25] |
| Synth cell types | 11 |
| FF+latch count, synth | 512 |
| Total wire length | 130200 um |
| CTS max path bufs | 3 |
| Slew @ Worst Pin | 0.7422 ns |
| Via/cell ratio | 3.618 |
| Worst hold path type | in2async |
| Final Setup Violations | 682 |
| Routing usage on met2 | 26.30% |
| Tot Pwr | 43.51 mW |
| Cell family with most CP delay | flip-flops |
| YS warnings | 1 |
| P_leak | 18.87 nW |
| Fraction of layout cells with a size suffix above 1 | 71.87% |
| Synthesized cell area | 0.02071 mm^2 |
| Antenna violations before repair | 24 |
| Max Cap Viol | 0 |
| Post-synth seq share | 61.87% |
| Setup Crit Path Kind | reg2out |
| CP arrival | 1.21 ns |
| H-tree depth | 2 |
| R2R depth | 3 |
| Final Skew | 0 ns |
| Tool warning count | 28 |
| F_max | 688.6 MHz |
| Most frequent logic cell in the layout | buf_2 |
| Layer carrying the most global-route usage | met2 |
| Crit path time final | 1.452 ns |
| First-pass GRT wire length | 173600 um |
| FP Util | 13.24% |
| CP max stage delay | 0.43 ns |
| Chip area | 0.1739 mm^2 |
| Reg clk slew, reported paths | 0.06 ns |
| # DRC | 0 |
| Pin count of the biggest net entering global routing | 72 |
| Peak supply drop | 1.046 mV |
| Crit Path Max Fanout | 2 |
| Worst-Skew Late Latency | 0.63 ns |
| RSZ-0062 raised after global routing | yes |
| Met3 global-route usage | 5.079% |
| Yosys Instances | 1280 |
| Worst relative slew slack | 50.52% |
| # rows | 145 |
| Die Wd | 417 um |
| Post-synthesis chip area from yosys | 0.02071 mm^2 |
| Num CTS Buffers | 59 |
| Cells after Synth | 1280 |
| Gr usage total | 14.68% |
| Reg2Reg Capture Point | BusMuxIn_R15[25] |
| Die height | 417 um |
| DRT iter0 DRCs | 958 |
| Drt first pass iters | 4 |
| DR WL/cell | 25.87 um |
| Worst setup margin | -0.2523 ns |
| Antenna viol nets, final | 0 |
| CP Cell Sequence | buf_2 |
| Crit path required time | 0.96 ns |
| Final hold vios | 0 |
| Reg2reg setup slack | 0.18 ns |
| Crit start category | register |
| CP Buf/Inv Count | 1 |
| Number of global-route vias before repair | 19460 |
| Area Growth Syn to Fin | 100.7% |
| CP Capture Type | primary output |
| Most common logic cells in the final layout | 596 x buf_2, 511 x dfrtp_1, 505 x mux2_4, 430 x buf_4, 112 x dlygate4sd2_1 |
| Synthesized area per cell | 16.18 um^2 |
| Max-slew violations | 0 |
| # IOs | 1058 |
| Vias | 18210 |
| GP Congestion | 0.9195 |
| Hpwl dp | 92480 um |
| Final Cycle Share | 121.0% |
| Critical Path Slowest Stage Cell | dfrtp_1 |
| CTS tree | done |
| Dpl ws | -1.906 ns |
| Root Driver | clkbuf_16 |
| Sink Count | 512 |
| Number of buffers added on ports | 1057 |
| P per Cell Area | 1047 mW/mm^2 |
| Grt total ovfl | 0 |
[power breakdown]
group          total [mW]  internal (mW)  leakage [nW]  switching (mW)
clock network        18.1           10.4         0.923            7.68
logic                6.79           4.09          12.0            2.70
registers            18.6           18.2          5.96           0.473
[metrics by stage]
stage	hold slack [ns]	setup TNS, ns	util, %	area [um^2]	std cells
after floorplan	-0.05559	-129.65	-	23030	1280
after global placement	0.1265	-579.42	23.87	37320	4447
after detailed placement	0.1261	-577.91	23.87	37320	4447
after CTS	0.005898	-152.79	26.23	41020	4889
after global routing	0.01633	-143.48	26.57	41550	5025
final	0.02125	-108.49	26.58	41570	5032
[cell type report]
class	instances	area, um^2
Clock inverter	21	257.7
Clock buffer	83	1648
Timing Repair Buffer	1661	14020
Multi-Input combinational cell	688	10240
Antenna cell	9	22.52
Fill cell	16080	114800
Sequential cell	512	12810
Tap cell	2058	2575
[per-layer routing]
metal  wire (um)  vias up
li1            -     8030
met1       45570     9150
met2       68840      833
met3       10610      184
met4        5085       10
met5          75        -
[logic make-up after synthesis]
logic type,share of synthesized area [%]
muxes,28.93
DFF,61.87
and+or+nand+nor,5.764
buffers and inverters,3.444
[Yosys cell counts (all sizes together)]
master | count | area [um^2]
clkbuf | 32 | 120.1
buf | 48 | 593.1
mux2 | 512 | 5991
nand4 | 32 | 200.2
nor2 | 16 | 180.2
dfrtp | 512 | 12810
nor4 | 128 | 813.3
[worst reg2reg max path, stage by stage, from the launching register on]
cell	delay (ns)
dfrtp_1	0.40
buf_4	0.14
buf_4	0.12
mux2_4	0.24
[how the worst max path moves through the flow]
stage / from / to / depth (start not counted)
after CTS: BusMuxIn_R3[0] / BusMuxIn_R3[0] / 1
final: BusMuxIn_R8[2] / BusMuxIn_R8[2] / 1
after global routing: BusMuxIn_R3[0] / BusMuxIn_R3[0] / 1
[what timing repair did]
| action | CTS | global route |
|---|---|---|
| hold endpoints to repair | 512 | 10 |
| gates cloned | 46 | 2 |
| hold buffers | 4 | 2 |
| setup endpoints to repair | 1024 | 1136 |
| buffers inserted | 300 | 164 |
| resized | 3309 | 287 |
| pin swaps | 161 | 118 |
Power figures rest on the tool's default switching activity, not on a simulated workload.
